==> flow/design.v <==
`timescale 1ns/1ps
module registruelementar(
  input clk,
  input rst_n,
  input we,
  input oe,
  input[7:0] data_in,
  output [7:0]data_out,
  output [7:0]disp_out
    );
    reg[7:0]mem;
    always@(posedge clk)begin
    if(!rst_n )begin
    mem<={8{1'b0}};
        end else if(we) begin
    mem<=data_in;
        end
    end
    assign disp_out =mem;
    assign data_out =oe?mem:{8{1'b0}};
endmodule
==> flow/run.sh <==
#!/bin/bash
# OpenROAD 26Q1-2900-gdf79404cd8, Yosys 0.63+post, stock flow scripts
make -C /OpenROAD-flow-scripts/flow DESIGN_CONFIG=/design/flow/config.mk WORK_HOME=/design/flow/orfs finish
==> flow/config.mk <==
export PLATFORM = sky130hd
export DESIGN_NAME = registruelementar
export DESIGN_NICKNAME = registruelementar
export VERILOG_FILES = /design/flow/design.v
export SDC_FILE = /design/flow/constraint.sdc
export NUM_CORES = 4
export LEC_CHECK = 1
export CORE_AREA = 10 10 70 70
export DIE_AREA = 0 0 80 80
==> flow/constraint.sdc <==
current_design registruelementar

set clk_period 1.0
set clk_io_pct 0.2

create_clock -name clk0 -period $clk_period [get_ports {clk}]

set non_clock_inputs [all_inputs -no_clocks]
set_input_delay [expr $clk_period * $clk_io_pct] -clock clk0 $non_clock_inputs
set_output_delay [expr $clk_period * $clk_io_pct] -clock clk0 [all_outputs]
==> results.sh <==
# source this file to load flow results
export IMPL_grt_pass1_vias=351
export IMPL_mostFrequentLayoutCells="9 x clkdlybuf4s50_1, 8 x mux2i_1, 8 x nor2b_1, 8 x dfxtp_2, 8 x buf_6"
export IMPL_path_clk_slew_ps=50
export IMPL_min_period_ps=1100
export IMPL_hold_viol=0
export IMPL_arrival_ps=900
export IMPL_antenna_found_initial=0
export IMPL_clock_skew_ps=0
export IMPL_fin_total_pwr_uw=761
export IMPL_synth_warnings=1
export IMPL_rsz0062_at_grt="true"
export IMPL_ys_flops=8
export IMPL_fmax_ghz=0.913
export IMPL_crit_buf_inv=2
export IMPL_cts_buffer_depth=2
export IMPL_total_leakage_power_uw=0.000349
export IMPL_crit_path_max_incr_delay_ps=320
export IMPL_numCtsBuffers=3
export IMPL_openroad_warnings=27
export IMPL_dr_total_vias=353
export IMPL_die_h_um=80
export IMPL_port_buffers=27
export IMPL_firstDrtPassIters=2
export IMPL_cts_root_buf="clkbuf_4"
export IMPL_grt_overflow_total=0
export IMPL_power_density_mw_per_mm2=1000
export IMPL_largest_reg_flops=8
export IMPL_stdcell_count=114
export IMPL_crit_top_cell="buf_6"
export IMPL_ioPinCount=28
export IMPL_violations="negative setup slack"
export IMPL_nFillCells=368
export IMPL_hold_ws_ps=427
export IMPL_die_width_um=80
export IMPL_vdd_drop_max_uv=322
export IMPL_synth_avg_cell_area_um2=10.7
export IMPL_gp_congestion=0.729
export IMPL_drive_gt1_share_pct=50.0
export IMPL_viasPerCell=3.10
export IMPL_crit_required_ps=800
export IMPL_post_route_util_pct=22.2
export IMPL_drtIter0Drc=2
export IMPL_critPathLaunchType="flip-flop"
export IMPL_maxSlewHeadroom_pct=83.6
export IMPL_grt_pass1_wl_mm=1.85
export IMPL_diodes=0
export IMPL_synth_cells=33
export IMPL_ctsHoldBuffers=0
export IMPL_htreeDepth=1
export IMPL_end_kind="primary output"
export IMPL_drv_slew=0
export IMPL_cp_cell_sequence="buf_6, and2_4, buf_6"
export IMPL_clock_sinks=8
export IMPL_synth_area_um2=352
export IMPL_tightest_slew_ps=245
export IMPL_cpLargestDelayFamily="flip-flops"
export IMPL_yosysUniqueCellTypes=5
export IMPL_reg_top3="mem x8"
export IMPL_dp_hpwl_mm=1.03
export IMPL_hold_class="in -> reg"
export IMPL_placedCellCount=108
export IMPL_ff_latch_area_um2=170
export IMPL_period_used_pct=110
export IMPL_wire_per_inst_um=10.7
export IMPL_fp_util_pct=10.3
export IMPL_finalSetupViolations=1
export IMPL_clock_latency_ps=240
export IMPL_yosysChipArea_um2=352
export IMPL_path_max_fanout=2
export IMPL_ant_nets=0
export IMPL_finalWorstSetupSlack_ps=-95.5
export IMPL_max_cap_violations=0
export IMPL_drc=0
export IMPL_rows=21
export IMPL_grtUsageTotal_pct=3.60
export IMPL_top_register="mem"
export IMPL_pre_cts_ws_ps=-654
export IMPL_crit_type="reg -> out"
export IMPL_cts_tree="yes"
export IMPL_ys_seq_share_pct=45.6
export IMPL_dieArea_mm2=0.00640
export IMPL_logic_area_um2=190
export IMPL_yosysCellCount=33
export IMPL_status="finished with violations"
export IMPL_layout_top_cell="clkdlybuf4s50_1"
export IMPL_core_area_mm2=0.00342
export IMPL_cp_slowest_cell="dfxtp_2"
export IMPL_wl_mm=1.22
export IMPL_areaGrowthSynthToFinish_pct=115
export IMPL_grt_max_degree=9
[path summary, 6_finish.rpt]
path	cells past startpoint	end	start	slack, ps
max	3	data_out[7]	mem[7]$_SDFFE_PN0P_	-100
max reg2reg	5	mem[7]$_SDFFE_PN0P_	mem[7]$_SDFFE_PN0P_	50
min reg2reg	2	mem[2]$_SDFFE_PN0P_	mem[2]$_SDFFE_PN0P_	510
min	4	mem[5]$_SDFFE_PN0P_	we	430
[power breakdown]
| part | internal [µW] | total [µW] | switching, µW | leakage [µW] |
|---|---|---|---|---|
| clock | 136 | 230 | 93.8 | 0.0000138 |
| combinational | 129 | 176 | 46.8 | 0.000266 |
| sequential | 343 | 355 | 12.4 | 0.0000689 |
| total | 608 | 761 | 153 | 0.000349 |
[stage by stage]
| stage | TNS [ps] | area (µm²) |
|---|---|---|
| after global placement | -7040 | 703 |
| final | -95.5 | 757 |
| after floorplan | 0 | 352 |
| after CTS | -151 | 722 |
| after global routing | -340 | 757 |
| after detailed placement | -7030 | 703 |
[synth_stat cells]
cell type / n / area share (%)
buf_6: 1 / 3.2
nor2b_1: 8 / 14
mux2i_1: 8 / 23
and2_1: 8 / 14
dfxtp_1: 8 / 46
[cells by family (layout without fill, tap and decap cells)]
kind of cell  count (synthesis)  after routing  synth area share [%]
flops                         8              8                  45.6
simple gates                 16             16                  28.5
mux                           8              8                  22.8
buf+inv                       1             36                  3.20
[worst min-delay path, cell delays in order]
cell and delay (ps):
dlymetal6s2s_1 130, buf_12 140, mux2i_1 70, nor2b_1 90
[routing by layer]
layer / track usage [%] / routed length, µm / up-vias
met1: 3.83 / 459 / 155
met4: 1.41 / 34 / 0
met2: 6.18 / 592 / 16
li1: - / - / 180
met3: 1.48 / 137 / 2
met5: 0 / 0 / -
[area by class of cell]
class / count / area share, %
flip-flops and latches: 8 / 22.5
multi-input cells: 24 / 25.1
clock buffers: 3 / 2.98
well taps: 46 / 7.60
repair buffers: 33 / 41.8
[repair_timing]
| action | in CTS | in global routing |
|---|---|---|
| gates resized | 59 | 9 |
| setup endpoints to repair | 16 | 13 |
| setup buffers | 2 | 1 |
No activity file was given, so power comes from the tool's default toggle rates.
