--- flow/run.sh ---
#!/bin/bash
# OpenROAD 26Q1-2900-gdf79404cd8, Yosys 0.63+post, stock flow scripts
make -C /OpenROAD-flow-scripts/flow DESIGN_CONFIG=/design/flow/config.mk WORK_HOME=/design/flow/orfs finish
--- flow/config.mk ---
export PLATFORM = sky130hd
export DESIGN_NAME = UAL
export DESIGN_NICKNAME = UAL
export VERILOG_FILES = /design/flow/design.v
export SDC_FILE = /design/flow/constraint.sdc
export NUM_CORES = 4
export LEC_CHECK = 1
export CORE_AREA = 10 10 81 81
export DIE_AREA = 0 0 91 91
--- flow/constraint.sdc ---
current_design UAL

set clk_period 4.6
set clk_io_pct 0.2

create_clock -name clk0 -period $clk_period

set non_clock_inputs [all_inputs -no_clocks]
set_input_delay [expr $clk_period * $clk_io_pct] -clock clk0 $non_clock_inputs
set_output_delay [expr $clk_period * $clk_io_pct] -clock clk0 [all_outputs]
--- flow/design.v ---
`timescale 1ns/1ps
module UAL(
  output reg [4:0]sum,
  output reg [7:0]mult,
  input [3:0]a,
  input [3:0]b,
  input op
    );
    always @* begin
    sum=0;
    mult=1;
     if(op==1)begin 
      sum=a+b;
      mult=1;
     end else if(op==0) begin
      mult=a*b;
      sum=0;
     end
     end
endmodule
==> flow_metrics.env <==
# physical design summary
export IMPL_outcome="complete, no violations"
export IMPL_share_comb_of_total_power_pct=100.0
export IMPL_max_slew_margin_pct=65.4
export IMPL_portBuffers=22
export IMPL_postSynthSeqShare_pct=0
export IMPL_n_fill_cell=533
export IMPL_timing_final_setup_violations=0
export IMPL_die_height_um=91
export IMPL_hold_depth=5
export IMPL_highest_count_cells_in_the_layout_ignoring_fill_and_taps="ha_1, buf_4, and2_1"
export IMPL_synth_area_um2=642
export IMPL_areaGrowthSynthToFinish_pct=68.2
export IMPL_die_area_um2=8280
export IMPL_grt_pass1_vias=667
export IMPL_hold_path_class="in -> out"
export IMPL_regArea_um2=0
export IMPL_wire_per_inst_um=9.75
export IMPL_min_tclk_post_route_ns=4.33
export IMPL_tool_warnings=33
export IMPL_gr_total_overflow=0
export IMPL_yosys_stat_cells=75
export IMPL_dp_hpwl_mm=1.52
export IMPL_gp_congestion=0.807
export IMPL_setup_worst_path_class="in -> out"
export IMPL_post_layout_total_power_mw=0.114
export IMPL_grt_antenna_before_repair=0
export IMPL_ys_area_um2=642
export IMPL_grt_pass1_wl_mm=3.07
export IMPL_setup_repair_after_global_routing_missed_its_margin="false"
export IMPL_via_count=613
export IMPL_synthCells=75
export IMPL_clkbuf_count=0
export IMPL_top_usage_layer_grt="met2"
export IMPL_globalRouteTotalUtil_pct=4.29
export IMPL_crit_arrival_ns=3.41
export IMPL_timing_worst_slew_pin_value_ns=0.517
export IMPL_timing_critical_path_fanout_max=2
export IMPL_power_ir_vdd_worst_mv=0.0248
export IMPL_switching_power_mw=0.0458
export IMPL_synth_area_per_cell_um2=8.56
export IMPL_cp_data_required_time_ns=3.68
export IMPL_layout_drive_gt1_share_pct=23.4
export IMPL_std_cell_rows=25
export IMPL_detailedRoute_firstPassIterationCount=2
export IMPL_powerDensity_nw_per_um2=106
export IMPL_grt_start_max_net_pins=17
export IMPL_fp_coreArea_um2=4820
export IMPL_io_pin_count=22
export IMPL_cell_internal_pwr_mw=0.0685
export IMPL_yosysTopAreaCell="ha_1"
export IMPL_final_max_slew_viol_count=0
export IMPL_whs_ns=2.84
export IMPL_post_detailed_route_drc_marker_count=0
export IMPL_hold_path_startpoint="b[1]"
export IMPL_worst_setup_path_end_kind="output pin"
export IMPL_postLayoutCellArea_um2=1080
export IMPL_initial_utilization_pct=13.3
export IMPL_finalClockPeriodUsage_pct=94.1
export IMPL_global_route_usage_met1_pct=5.67
export IMPL_largest_cells_by_area_after_synthesis="ha_1, fa_1, and2_1"
export IMPL_crit_path_start_kind="input port"
export IMPL_drt_initial_drc_count=12
export IMPL_power_frac_clock_pct=0
export IMPL_power_leakage_nw=0.573
export IMPL_hold_endpoint="sum[1]"
export IMPL_final_util_pct=22.4
export IMPL_antenna_violating_nets_post_route=0
export IMPL_die_w_um=91
export IMPL_yosys_area_top_type_share_pct=31.2
export IMPL_netSwitchingFraction_pct=40.1
export IMPL_place_area_um2=1040
export IMPL_netlist_cell_type_count=25
export IMPL_postRouteWirelength_mm=1.74
export IMPL_globalRouteMet3Util_pct=0.249
export IMPL_sequential_cell_total=0
export IMPL_timing_hold_violations_final=0
export IMPL_max_clock_freq_mhz=231
export IMPL_post_cts_hold_buffer_count=0
export IMPL_post_drt_via_cell_ratio=3.44
export IMPL_ys_warns=1
export IMPL_grt_util_met2_pct=7.94
export IMPL_power_frac_seq_pct=0
export IMPL_drv_cap=0
export IMPL_insertedDiodeCount=0
-- what timing repair did --
item,CTS,global route
hold endpoints to repair,0,0
buffers inserted,2,0
gates resized,11,10
pin swaps,6,2
endpoints found under the setup margin,5,4
cloned,0,0
-- power by group through the flow --
stage | Sequential [mW] | Combinational (mW) | Clock [mW]
global route | 0 | 0.132 | 0
CTS | 0 | 0.118 | 0
finish | 0 | 0.114 | 0
-- cell usage after synthesis --
library cell,count
ha_1,16
and2_1,13
inv_1,7
fa_1,5
a21o_1,4
a21oi_1,3
nand2_1,3
nor2_1,3
nor2b_1,2
nor3b_1,2
xnor2_1,2
xor2_1,2
a21oi_2,1
and2b_2,1
and4bb_2,1
clkbuf_1,1
mux2i_1,1
nand2b_4,1
nor3_1,1
nor4b_1,1
o21ai_0,1
o311ai_1,1
or2_0,1
or2_1,1
or2_2,1
-- area by class of cell --
type / instances / area, um2 / share of cell area (%)
multi-input combinational: 67 / 633 / 58.6
inverter: 7 / 26.3 / 2.43
tap: 67 / 83.8 / 7.76
timing repair buffer: 37 / 337 / 31.2
-- per-layer routing --
layer,part of all wire (%),wire length [um],vias up
met5,0,0,-
met4,0,0,0
met3,2.2,39,0
met2,50,875,9
met1,47,821,277
li1,-,-,327
-- logic make-up (layout without fill, tap and decap cells) --
| group | Yosys count | count (layout) | share of synthesized area [%] |
|---|---|---|---|
| buffers and inverters | 8 | 44 | 4.68 |
| XOR/XNOR | 4 | 4 | 5.46 |
| multiplexers | 1 | 1 | 1.56 |
| AND-OR/OR-AND | 10 | 10 | 10.5 |
| AND/OR/NAND/NOR | 31 | 31 | 31.0 |
| adder cells (fa/ha/maj) | 21 | 21 | 46.8 |
-- how the worst max path moves through the flow --
stage	startpoint	end	slack (ns)	depth (start not counted)
finish	a[0]	mult[4]	0.27	12
CTS	b[3]	mult[6]	-0.01	13
global route	a[0]	mult[4]	0.12	12
-- through the flow --
step / TNS (ns) / cells / setup WS, ns
2_1_floorplan: 0 / 75 / 0.766
3_3_place_gp: -1.37 / 176 / -0.360
3_5_place_dp: -1.30 / 176 / -0.346
4_1_cts: -0.0109 / 178 / -0.0109
5_1_grt: 0 / 178 / 0.120
6_report: 0 / 178 / 0.270
-- worst max-delay path, stage by stage --
cell	delay (ns)
dlygate4sd2_1	0.24
nand2_2	0.06
fa_1	0.53
inv_1	0.05
fa_1	0.52
buf_4	0.11
inv_1	0.04
fa_2	0.38
buf_4	0.14
xor2_1	0.15
nor2_1	0.08
clkdlybuf4s15_1	0.18
Power is estimated from default activity; no workload was simulated.
