==> ./design.v <==
`timescale 1ns/1ps
module multiplicator(
  output reg [7:0]mult,
  input [3:0]a,
  input [3:0]b
    );
    integer i;
    always @* begin
    mult=0;
    for(i=0;i<4;i=i+1)begin
    if(b[i]!=0) begin
    mult=mult+(a<<i); 
            end
        end
    end
endmodule
==> ./run.sh <==
#!/bin/bash
# OpenROAD 26Q1-2900-gdf79404cd8, Yosys 0.63+post, stock flow scripts
make -C /OpenROAD-flow-scripts/flow DESIGN_CONFIG=/design/flow/config.mk WORK_HOME=/design/flow/orfs finish
==> ./config.mk <==
export PLATFORM = sky130hd
export DESIGN_NAME = multiplicator
export DESIGN_NICKNAME = multiplicator
export VERILOG_FILES = /design/flow/design.v
export SDC_FILE = /design/flow/constraint.sdc
export NUM_CORES = 4
export LEC_CHECK = 1
export CORE_AREA = 10 10 70 70
export DIE_AREA = 0 0 80 80
==> ./constraint.sdc <==
current_design multiplicator

set clk_period 4.8
set clk_io_pct 0.2

create_clock -name clk0 -period $clk_period

set non_clock_inputs [all_inputs -no_clocks]
set_input_delay [expr $clk_period * $clk_io_pct] -clock clk0 $non_clock_inputs
set_output_delay [expr $clk_period * $clk_io_pct] -clock clk0 [all_outputs]
==> notes.org <==
#+TITLE: Implementation results

** Synth
- Distinct cell type count of the synthesized netlist :: 25
- Per the post-synthesis stats, the area per cell is 7.919 sq um.
- Sequential-to-total area share from yosys stat :: 0%
- For this run, the number of Yosys warnings is 1.
- Number of cell instances after yosys synthesis :: 73
- In the synthesized netlist, the number of instances is 73.
- Chip area estimate from yosys synthesis :: 578.1 sq um
- Netlist Area Pre-Place :: 578.1 sq um

** Cells and area
- The filler cells instantiated in the layout total 336.
- Post-route cell area :: 1286 sq um
- The post-route netlist has 61.59% of its cells at a drive strength greater than 1.
- Flop Count :: 0
- Final instance count without filler cells :: 184
- Top logic cell by instance count in the layout :: sky130_fd_sc_hd__buf_4
- Cells fill 37.66% of the core in the end.
- Seq. cell area :: 0 sq um
- Counting the clock-network buffers in the layout gives 0.
- Per the cell usage report, the commonest logic cells after layout are sky130_fd_sc_hd__buf_4, sky130_fd_sc_hd__buf_6, sky130_fd_sc_hd__ha_1, sky130_fd_sc_hd__clkdlybuf4s50_1.
- From synthesis to final layout, the design area changed by 122.5%.

** Final timing
- Setup-violating endpoint count in the final report :: 4
- Final count of hold timing violations :: 0
- The max-slew check reports its worst relative slack as 75.35%.
- Setup repair after global routing could not meet its margin everywhere.
- Tmin final :: 5176 ps
- Max-slew check failures listed in the final report amount to 0.
- Top achievable clock speed :: 193.2 MHz
- Post-layout period usage :: 107.8%
- Across all hold checks on the routed design, the worst slack comes to 2561 ps.
- Slew at the pin closest to its max-slew limit :: 368.5 ps
- The final timing report gives a worst setup slack of -375.8 ps.

** Pwr
- The worst VDD IR drop from the latest analysis is 0.00007259 V.
- Combinational logic burns 100.0% of the power.
- The flow reports that the clock network draws 0% of the design power.
- Of the total power, the share spent switching nets is 35.99%.
- In this run the power density over the cells is 175.0 nW/um^2.
- Switching power total :: 0.08101 mW
- Leakage component of the power :: 0.6395 nW
- The internal power of the cells totals 0.1441 mW.
- Sequential cells account for 0% of the total power.

** Clocking
- CTS Hold Buffers Added :: 0

** Route
- Drt total wl :: 2.169 mm
- The DRC violation total left in the routed layout is recorded as 0.
- Diodes inserted :: 0
- Iteration-0 DRC Markers :: 9
- The first detailed-routing pass ran for 4 iterations.
- Antenna violation net count after detailed routing :: 0
- Per the detail_route report, the via count comes to 750.
- The script logs the ratio of routed vias to standard cells as 4.076.
- The script logs the mean routed wire length per placed instance as 11.79 um.

** Job
- The stage logs contain a warning count of 35.
- The report counts max-capacitance violations totalling 0.

** Place
- Tally of buffers added on design ports :: 16
- For this run the detailed placement stage logged an HPWL of 1.360 mm.
- Setup Slack @ Placement :: -1163 ps
- In this run the cell area measured after placement is 923.4 sq um.
- After its last routability iteration, the placer logged a weighted congestion of 0.8135.
- Including well taps, the total number of placed cells is 151.

** Setup path
- The OpenROAD report gives the critical path a required time of 3840 ps.
- In the setup report, the worst path falls into the class input pin to output port.
- The worst setup path is launched from an input pin.
- STA classifies the critical path endpoint as an output port.
- Cell type with the highest occurrence count on the critical path :: sky130_fd_sc_hd__fa_2
- Crit-path slowest cell :: sky130_fd_sc_hd__fa_2
- Of all nets on the critical path, the largest fanout is 2.
- On the critical path the data arrives at 4220 ps.
- On the worst path, the slowest cell contributes a delay of 530 ps.
- Critical Path, Cell by Cell :: buf_6 > and2_4 > ha_4 > inv_2 > fa_2 > mux2i_2 > ha_2 > inv_2 > fa_2 > nand2_2 > o21a_1 > ha_4 > fa_2 > buf_6 > xor2_1 > a22oi_1 > o21ai_1 > buf_2

** Floorplan
- Row generation in the floorplan step produced 21 rows.
- Core Box Area :: 3416 sq um
- Full die area :: 6400 sq um
- The floorplan report gives the top-level pin count as 16.
- Per the OpenROAD floorplan log, the height of the die is 80 um.
- Per the OpenROAD floorplan log, the width of the die is 80 um.
- Floorplan-stage core utilization :: 16.92%

** Global route
- Largest net degree at the start of global routing :: 9
- For this run, the total global-route usage over all layers was measured as 6.308%.
- The first global-routing pass estimated 3.443 mm of wire.
- The via count of the first global-routing pass was 802.
- The number of antenna violations at the first check in global routing is 0.
- Total overflow reported by the global router :: 0

** Status
- The final reports fail on setup timing.
- Outcome :: finished with violations

** Hold path
- Class of the tightest hold or removal check :: input pin to output port
-- what timing repair did --
item | CTS | global route
endpoints found under the setup margin | 5 | 5
resized | 53 | 18
buffers inserted | 33 | 11
pin swaps | 21 | 21
-- worst paths after layout --
check / startpoint / end / cells after the start
setup / recovery: a[1] / mult[5] / 18
hold / removal: a[0] / mult[3] / 6
-- metrics by stage --
step | total power, mW | setup TNS [ps]
floorplan | 0.06328 | 0
global placement | 0.1271 | -4694
detailed placement | 0.1289 | -4925
CTS | 0.2013 | -1518
global route | 0.2430 | -1887
finish | 0.2251 | -1312
-- kinds of logic (layout without fill, tap and decap cells) --
| kind of cell | after synthesis | in the layout | synth area share [%] |
|---|---|---|---|
| and+or+nand+nor | 16 | 16 | 13.64 |
| buffers and inverters | 10 | 75 | 6.494 |
| AOI/OAI and AO/OA | 20 | 20 | 22.51 |
| adders and majority gates | 14 | 14 | 34.20 |
| muxes | 7 | 7 | 12.77 |
| xor gates and xnor gates | 6 | 6 | 10.39 |
-- cell usage after synthesis, drive strengths merged --
master	n	share of area (%)
mux2	3	5.8
xnor2	2	3.0
and2	2	2.2
fa	3	10
a221oi	1	1.5
o21a	3	3.9
nor2b	2	2.2
a211oi	1	1.3
a21oi	8	7.6
mux2i	4	6.9
o21ai	2	1.7
nand2b	3	3.2
o21bai	1	1.3
a22oi	1	1.3
ha	11	24
xor2	4	7.4
nor2	1	0.65
nand2	7	4.5
a21o	3	3.9
clkbuf	2	1.3
nand3	1	0.86
inv	8	5.2
-- worst max-delay path, delay by kind of cell --
kind / cells / cell delay, ps
and+or+nand+nor: 2 / 230
adders and majority gates: 6 / 1880
buffers and inverters: 5 / 430
AOI/OAI and AO/OA: 3 / 410
muxes: 1 / 180
xor gates and xnor gates: 1 / 130
-- routing by layer --
metal	track usage, %	vias up	share of wire, %
met5	0	-	0
met4	0	0	0
met3	1.023	0	4.5
met2	11.00	13	47
met1	8.411	352	48
li1	-	385	-
-- final cells by class --
type                       count  area [sq um]  area share (%)
multi-input combinational     63         631.9           49.12
tap                           46         57.56           4.475
timing repair buffer          67         566.8           44.07
inverter                       8         30.03           2.335
-- power groups by stage --
stage	Sequential, mW	Combinational, mW	Clock, mW
CTS	0	0.201	0
global route	0	0.243	0
finish	0	0.225	0
Power and IR drop assume default switching activity.
